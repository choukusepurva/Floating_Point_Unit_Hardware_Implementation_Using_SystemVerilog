==> flow/design.v <==
`timescale 1ns / 1ps
module fp_add_sub(clk, rst, signal, a_fpn, b_fpn, out);
  input logic [31:0]  a_fpn, b_fpn;
  input logic clk, rst, signal;  
  output logic [31:0] out;
  logic [31:0]    a, b;
  logic [24:0]    mant_a, mant_b, mant_out;
  logic [7:0]     exp_a, exp_b, exp_out;
  logic           sign_a, sign_b, sign_out;
  logic [7:0]     diff;
  logic is_inf_a, is_inf_b, is_nan_a, is_nan_b;
  assign is_inf_a = (a_fpn[30:23] == 255) && (a_fpn[22:0] == 0);  
  assign is_inf_b = (b_fpn[30:23] == 255) && (b_fpn[22:0] == 0);
  assign is_nan_a = (a_fpn[30:23] == 255) && (a_fpn[22:0] != 0);  
  assign is_nan_b = (b_fpn[30:23] == 255) && (b_fpn[22:0] != 0);
  integer position, shift, i;
  always_ff @(posedge clk ) begin
    if (rst) begin
      out = 'h00000000;
    end else if (is_nan_a || is_nan_b) begin  
      out = 'hffffffff;
    end else if (is_inf_a || is_inf_b) begin  
      sign_out = (a_fpn[30:0] > b_fpn[30:0]) ? a_fpn[31] : b_fpn[31];
      out = {sign_out, 8'd255, 23'd0};
    end else begin
      a = ( a_fpn[30:0] < b_fpn[30:0] ) ? b_fpn : a_fpn;
      b = ( a_fpn[30:0] < b_fpn[30:0] ) ? a_fpn : b_fpn;
      if (signal) begin  
        sign_a = a[31];
        sign_b = b[31];
      end else begin     
        sign_a = ( a_fpn[30:23] < b_fpn[30:23] ) ? ~a[31] :  a[31];
        sign_b = ( a_fpn[30:23] < b_fpn[30:23] ) ?  b[31] : ~b[31];
      end
      exp_a = a[30:23];
      exp_b = b[30:23];
      mant_a = { 1'b0, exp_a ? 1'b1 : 1'b0, a[22:0] };
      mant_b = { 1'b0, exp_b ? 1'b1 : 1'b0, b[22:0] };
      diff = exp_a - exp_b;
      mant_b = mant_b >> diff;
      sign_out = ((a[30:0] == b[30:0]) && (sign_a != sign_b)) ? 0 : sign_a;  
      if ( sign_a || sign_b) begin   
        if (sign_a && sign_b) begin  
          mant_out = mant_a + mant_b;
        end else begin               
          mant_out = mant_a - mant_b;
        end
      end else begin                 
        mant_out = mant_a + mant_b;
      end
      if ( mant_out[24] ) begin             
        exp_out = exp_a + 1;
        mant_out = mant_out >> 1;
      end else if ( !mant_out[23] ) begin   
        position = 0;
        for (i = 23; i >= 0; i = i - 1 )    
          if ( !position && mant_out[i] )
            position = i;
        shift = 23 - position;
        if ( (exp_a-127) < shift ) begin    
            exp_out = 0;
            mant_out = 0;
        end else begin                      
          exp_out = exp_a - shift;
          mant_out = mant_out << shift;
        end
      end else begin
        exp_out = exp_a;
        mant_out = mant_out;
      end
      out = {sign_out, exp_out, mant_out[22:0]};  
    end
  end
endmodule
==> flow/run.sh <==
#!/bin/bash
# OpenROAD 26Q1-2900-gdf79404cd8, Yosys 0.63+post, stock flow scripts
make -C /OpenROAD-flow-scripts/flow DESIGN_CONFIG=/design/flow/config.mk WORK_HOME=/design/flow/orfs finish
==> flow/config.mk <==
export PLATFORM = sky130hd
export DESIGN_NAME = fp_add_sub
export DESIGN_NICKNAME = fp_add_sub
export VERILOG_FILES = /design/flow/design.v
export SDC_FILE = /design/flow/constraint.sdc
export NUM_CORES = 4
export LEC_CHECK = 1
export CORE_UTILIZATION = 30
==> flow/constraint.sdc <==
current_design fp_add_sub

set clk_period 60.2
set clk_io_pct 0.2

create_clock -name clk0 -period $clk_period [get_ports {clk}]

set non_clock_inputs [all_inputs -no_clocks]
set_input_delay [expr $clk_period * $clk_io_pct] -clock clk0 $non_clock_inputs
set_output_delay [expr $clk_period * $clk_io_pct] -clock clk0 [all_outputs]
==> qor.yml <==
final_timing:
  setup_repair_after_global_routing_missed_its_margin: "false"
  max_slew.worst_pin.slew_ns: 0.982
  final.setup.tns_ns: 0
  finalHoldViolCount: 0
  worst_hold_slack_ns: 12.57
  period_minus_slack_ns: 24.75
  timing.final.ws_setup_ns: 35.45
  setup_viol_count_final: 0
  fmaxAchievable_mhz: 40.4
  slew_violations: 0
  fraction_of_the_cycle_the_final_worst_path_needs_pct: 41.1
  timing.max_slew.rel_slack_pct: 34.1
drt:
  top_layer: "met4"
  avgViaCountPerCell: 5.91
  wl_met2_um: 18300
  routed_wirelength_um: 39800
  first_pass_iters: 6
  vias: 11593
  route.met3.wl_um: 2310
  drt-initial-drc-count: 1081
  antenna_cells_inserted: 0
  routed_len_inst_um: 20.3
  post-route-drc-count: 0
  detail-route-antenna-nets: 0
  routedLengthMet1_um: 18000
die:
  core.rowCount: 66
  die_height_um: 184
  design.die.area_um2: 33900
  fp.dieW_um: 184
  placeableCoreArea_um2: 32600
  floorplan.core_util_pct: 30.5
  io_pins: 99
synth:
  post_synth_inst_count: 1453
  most_frequently_used_flop_master_after_synthesis: "sky130_fd_sc_hd__dfxtp_1"
  synth.top_cells.by_area: "sky130_fd_sc_hd__ha_1, sky130_fd_sc_hd__a21oi_1, sky130_fd_sc_hd__mux2i_1"
  edf_count: 0
  synth-area-yosys_um2: 9960
  synth_flop_count: 32
  yosys.cell_count.top_type: "sky130_fd_sc_hd__a21oi_1"
  post-synth-top-area-fraction_pct: 12.7
  synth.yosys.seq_area_share_pct: 6.43
  netlist-cell-type-count: 97
  postSynthAreaPerCell_um2: 6.86
  synth-warning-count: 1
  post-synth-top-area-cell: "sky130_fd_sc_hd__ha_1"
  yosys-stat-cells: 1453
  netlist_top_cells_count: "sky130_fd_sc_hd__a21oi_1, sky130_fd_sc_hd__nand2_1, sky130_fd_sc_hd__ha_1"
  ys_async_sr_fraction_pct: 0
  synth_area_um2: 9960
power_and_ir_drop:
  cellLeakagePower_nw: 4.89
  total_power_mw: 0.431
  ir_drop_uv: 23.2
  powerDensity_nw_per_um2: 37.2
cells_and_area:
  fraction_of_final_layout_cells_sized_beyond_drive_strength_1_pct: 6.26
  largest_reg_flops: 32
  signed_area_change_from_the_synthesized_netlist_to_the_final_layout_pct: 16.4
  sequential_cell_area_um2: 641
  design_area_um2: 11600
  n_fill_cell: 3429
  logic_area_um2: 8690
grt:
  grt_usage_pct: 23.8
  vias_in_the_first_global_route: 10860
  antenna_found_initial: 0
  globalRoute.totalOverflow: 0
  first_pass_grt_wire_length_um: 62800
  largest_net_degree_at_the_start_of_global_routing: 65
worst_setup_path:
  end_kind: "flop"
  cp_max_fo: 22
  worst_ep_arrival_time_ns: 24.88
  required_ns: 60.34
  worstSetupPathType: "in -> reg"
  start_kind: "input pin"
  cpMostUsedCell: "sky130_fd_sc_hd__o21a_1"
  slowest_cp_cell: "sky130_fd_sc_hd__xor2_1"
  cpPeakStageDelay_ns: 0.78
clocking:
  cts_made_buffers: 5
  cts.repair.resized: 0
  cts_hold_repair.buffers: 0
  clk_pin_slew_worst_paths_ns: 0.05
  clock_tree_from_tritoncts: "built"
  clock_path_buffers: 2
  clock_tree.htree_level_count: 2
  clock-sinks: 32
  number_of_buffers_added_for_setup_after_cts: 0
  cts-root-buf: "sky130_fd_sc_hd__clkbuf_16"
place:
  placement.setup.worst_slack_ns: 35.67
  gp_congestion: 1.07
  postPlaceCellArea_um2: 11400
  portBuffers: 98
  detailed_placer_s_ending_hpwl_um: 32900
run:
  maxCapViolCount: 0
  log.warning_count: 53
hold_path:
  worst_hold_path_type: "in -> reg"
outcome:
  outcome: "finished clean"
[cell families (layout without fill, tap and decap cells)]
family | count (synthesis) | in the layout | share of synthesized area, %
simple gates | 492 | 492 | 24.7
compound gates | 527 | 527 | 36.1
mux | 78 | 78 | 8.27
other cells | 1 | 6 | 0.0376
flops | 32 | 32 | 6.43
fa+ha+maj | 104 | 104 | 13.3
buf+inv | 170 | 230 | 6.69
xor+xnor | 49 | 49 | 4.46
[worst max-delay path: cells and delay by family]
kind | cells | cell delay, ns
simple gates | 18 | 3.86
fa+ha+maj | 4 | 1.32
compound gates | 24 | 5.57
buf+inv | 2 | 0.70
xor+xnor | 2 | 1.35
[power breakdown]
part / internal (mW) / switching, mW
Combinational: 0.135 / 0.237
Clock: 0.0194 / 0.00783
Sequential: 0.0295 / 0.00196
[per-layer routing]
| layer | global-route usage, % | vias up |
|---|---|---|
| li1 | - | 5601 |
| met1 | 33.2 | 5422 |
| met2 | 39.2 | 495 |
| met3 | 2.13 | 75 |
| met4 | 6.60 | 0 |
| met5 | 0 | - |
[final timing paths]
path  startpoint                  to  cells past startpoint
max     a_fpn[1]  out[13]$_SDFF_PP0_                     50
min    b_fpn[31]  out[31]$_SDFF_PP0_                      4
[cell usage in the layout, fill, tap and decap left out, drive strengths merged, types with 18 or more instances in the layout]
cell / count
nor4: 24
or3: 20
ha: 101
nand3: 41
nor2: 99
buf: 26
o21ai: 106
o31ai: 22
a221oi: 21
nor3: 41
nand2: 133
a211oi: 20
clkdlybuf4s50: 98
o21a: 19
and2: 20
nand4: 29
a21o: 33
o211ai: 22
a31oi: 18
nor2b: 23
xnor2: 40
a21oi: 143
mux2i: 70
dfxtp: 32
inv: 98
[through the flow]
| step | utilization (%) | cells |
|---|---|---|
| 2_1_floorplan | - | 1458 |
| 5_1_grt | 35.5 | 1960 |
| 6_report | 35.5 | 1960 |
| 3_3_place_gp | 35.0 | 1952 |
| 3_5_place_dp | 35.0 | 1952 |
| 4_1_cts | 35.5 | 1960 |
[final cells by class]
class / count / area share, %
sequential: 32 / 5.52
multi-input combinational: 1256 / 75.0
clock inverter: 2 / 0.302
timing repair buffer: 124 / 10.1
tap: 442 / 4.77
inverter: 98 / 3.17
clock buffer: 6 / 1.11
